==> flow/design.v <==
module Delay (
	input clk,
	input logic signed [0:11] a1,b1,c1,d1,e1,f1,g1,
	output logic signed [0:11] a2,b2,c2,d2,e2,f2,g2
);
logic counter=1'b0;
always_ff @(posedge clk) begin
counter<=counter+1;
if(counter==1)begin
a2 <= a1;
b2 <= b1;
c2 <= c1;
d2 <= d1;
e2 <= e1;
f2 <= f1;
g2 <= g1;
end
end
endmodule
module FF(
	input clk,
	input logic signed [0:11] D,
	output logic signed [0:11] Q
);
always_ff @(posedge clk) begin
		Q <= D;
end
endmodule
module Ix(
	input logic signed [0:11]Mjk, 
	input logic signed [0:11]Ixy, 
	input logic signed [0:11]Iyz, 
	input logic signed [0:11]Ixz, 
	input logic signed [0:11]Ix, 
	input logic signed [0:11]Iy, 
	input logic signed [0:11]Iz, 
	output logic signed [0:11]Ix_out
);
parameter G0 = 2;
parameter GE = 1;
logic signed [0:11] element1, element2, element3, element4, element5,element6,element7;
assign element1 = Mjk-2*G0;
assign element2 = Ixy-G0-GE;
assign element3 = Iyz-2*G0;
assign element4 = Ixz-G0-GE;
assign element5 = Ix-2*GE;
assign element6 = Iy-G0-GE;
assign element7 = Iz-G0-GE;
max7 Ix1(.a(element1),.b(element2),.c(element3),.d(element4),.e(element5),.f(element6),.g(element7),.maxout(Ix_out));
endmodule
module Ixy(
	input logic signed [0:1]Score2AB,  
	input logic signed [0:11]Mk, 
	input logic signed [0:11]Ixy, 
	input logic signed [0:11]Iyz, 
	input logic signed [0:11]Ixz, 
	input logic signed [0:11]Ix, 
	input logic signed [0:11]Iy, 
	input logic signed [0:11]Iz, 
	output logic signed [0:11]Ixy_out
);
parameter G0 = 2;
parameter GE = 1;
logic signed [0:11] element1, element2, element3, element4, element5,element6,element7;
assign element1 = Mk-G0+Score2AB;
assign element2 = Ixy-GE+Score2AB;
assign element3 = Iyz-G0+Score2AB;
assign element4 = Ixz-G0+Score2AB;
assign element5 = Ix-GE+Score2AB;
assign element6 = Iy-GE+Score2AB;
assign element7 = Iz-G0+Score2AB;
max7 Ixy1(.a(element1),.b(element2),.c(element3),.d(element4),.e(element5),.f(element6),.g(element7),.maxout(Ixy_out));
endmodule
module Ixz(
	input logic signed [0:1]Score2AC,  
	input logic signed [0:11]Mj, 
	input logic signed [0:11]Ixy, 
	input logic signed [0:11]Iyz, 
	input logic signed [0:11]Ixz, 
	input logic signed [0:11]Ix, 
	input logic signed [0:11]Iy, 
	input logic signed [0:11]Iz, 
	output logic signed [0:11]Ixz_out
);
parameter G0 = 2;
parameter GE = 1;
logic signed [0:11] element1, element2, element3, element4, element5,element6,element7;
assign element1 = Mj-G0+Score2AC;
assign element2 = Ixy-G0+Score2AC;
assign element3 = Iyz-G0+Score2AC;
assign element4 = Ixz-GE+Score2AC;
assign element5 = Ix-GE+Score2AC;
assign element6 = Iy-G0+Score2AC;
assign element7 = Iz-GE+Score2AC;
max7 Ixz1(.a(element1),.b(element2),.c(element3),.d(element4),.e(element5),.f(element6),.g(element7),.maxout(Ixz_out));
endmodule
module Iy(
	input logic signed [0:11]Mik, 
	input logic signed [0:11]Ixy, 
	input logic signed [0:11]Iyz, 
	input logic signed [0:11]Ixz, 
	input logic signed [0:11]Ix, 
	input logic signed [0:11]Iy, 
	input logic signed [0:11]Iz, 
	output logic signed [0:11]Iy_out
);
parameter G0 = 2;
parameter GE = 1;
logic signed [0:11] element1, element2, element3, element4, element5,element6,element7;
assign element1 = Mik-2*G0;
assign element2 = Ixy-G0-GE;
assign element3 = Iyz-G0-GE;
assign element4 = Ixz-2*G0;
assign element5 = Ix-G0-GE;
assign element6 = Iy-2*GE;
assign element7 = Iz-G0-GE;
max7 Iy1(.a(element1),.b(element2),.c(element3),.d(element4),.e(element5),.f(element6),.g(element7),.maxout(Iy_out));
endmodule
module Iyz(
	input logic signed [0:1]Score2BC,  
	input logic signed [0:11]Mi, 
	input logic signed [0:11]Ixy, 
	input logic signed [0:11]Iyz, 
	input logic signed [0:11]Ixz, 
	input logic signed [0:11]Ix, 
	input logic signed [0:11]Iy, 
	input logic signed [0:11]Iz, 
	output logic signed [0:11]Iyz_out
);
parameter G0 = 2;
parameter GE = 1;
logic signed [0:11] element1, element2, element3, element4, element5,element6,element7;
assign element1 = Mi-G0+Score2BC;
assign element2 = Ixy-G0+Score2BC;
assign element3 = Iyz-GE+Score2BC;
assign element4 = Ixz-G0+Score2BC;
assign element5 = Ix-G0+Score2BC;
assign element6 = Iy-GE+Score2BC;
assign element7 = Iz-GE+Score2BC;
max7 Iyz1(.a(element1),.b(element2),.c(element3),.d(element4),.e(element5),.f(element6),.g(element7),.maxout(Iyz_out));
endmodule
module Iz(
	input logic signed [0:11]Mij, 
	input logic signed [0:11]Ixy, 
	input logic signed [0:11]Iyz, 
	input logic signed [0:11]Ixz, 
	input logic signed [0:11]Ix, 
	input logic signed [0:11]Iy, 
	input logic signed [0:11]Iz, 
	output logic signed [0:11]Iz_out
);
parameter G0 = 2;
parameter GE = 1;
logic signed [0:11] element1, element2, element3, element4, element5,element6,element7;
assign element1 = Mij-2*G0;
assign element2 = Ixy-2*G0;
assign element3 = Iyz-G0-GE;
assign element4 = Ixz-G0-GE;
assign element5 = Ix-G0-GE;
assign element6 = Iy-G0-GE;
assign element7 = Iz-2*GE;
max7 Iz1(.a(element1),.b(element2),.c(element3),.d(element4),.e(element5),.f(element6),.g(element7),.maxout(Iz_out));
endmodule
module M(
	input logic signed [0:2]Score3ABC,  
	input logic signed [0:11]M, 
	input logic signed [0:11]Ixy, 
	input logic signed [0:11]Iyz, 
	input logic signed [0:11]Ixz, 
	input logic signed [0:11]Ix, 
	input logic signed [0:11]Iy, 
	input logic signed [0:11]Iz, 
	output logic signed [0:11]M_out
);
logic signed [0:11] element1, element2, element3, element4, element5,element6,element7;
assign element1 = M+Score3ABC;
assign element2 = Ixy+Score3ABC;
assign element3 = Iyz+Score3ABC;
assign element4 = Ixz+Score3ABC;
assign element5 = Ix+Score3ABC;
assign element6 = Iy+Score3ABC;
assign element7 = Iz+Score3ABC;
max7 M1(.a(element1),.b(element2),.c(element3),.d(element4),.e(element5),.f(element6),.g(element7),.maxout(M_out));
endmodule
module PE1(
	input logic CLK,
	input logic signed [0:6][0:11] Ix_in,
	input logic signed [0:6][0:11] Ixy_in,
	input logic signed [0:6][0:11] Ixz_in,
	input logic signed [0:6][0:11] Iy_in,
	input logic signed [0:6][0:11] Iyz_in,
	input logic signed [0:6][0:11] Iz_in,
	input logic signed [0:6][0:11] M_in,
	input logic signed [0:1] Score2AB,
	input logic signed [0:1] Score2AC,
	input logic signed [0:1] Score2BC,
	input logic signed [0:2] Score3ABC,
	output logic signed [0:11] Final_score,
	output logic signed [0:6][0:11] PE_OUT
);
logic signed [0:6][0:11] Delay1_out;
logic signed [0:6][0:11] Delay2_out;
logic signed [0:6][0:11] Delay3_out;
logic signed [0:6][0:11] Delay4_out;
logic signed [0:6][0:11] Delay5_out;
logic signed [0:6][0:11] Delay6_out;
logic signed [0:6][0:11] Delay7_out;
logic signed [0:11] M_out;
logic signed [0:11] Ix_out;
logic signed [0:11] Iy_out;
logic signed [0:11] Iz_out;
logic signed [0:11] Ixy_out;
logic signed [0:11] Iyz_out;
logic signed [0:11] Ixz_out;
logic signed [0:11] FF8_in;
logic signed [0:6][0:11] pe_out;  
logic signed [0:11] final_score;
Delay Delay1(.clk(CLK),.a1(Iyz_in[0]),.b1(Iyz_in[1]),.c1(Iyz_in[2]),.d1(Iyz_in[3]),.e1(Iyz_in[4]),.f1(Iyz_in[5]),.g1(Iyz_in[6]),.a2(Delay1_out[0]),.b2(Delay1_out[1]),.c2(Delay1_out[2]),.d2(Delay1_out[3]),.e2(Delay1_out[4]),.f2(Delay1_out[5]),.g2(Delay1_out[6]));
Delay Delay2(.clk(CLK),.a1(M_in[0]),.b1(M_in[1]),.c1(M_in[2]),.d1(M_in[3]),.e1(M_in[4]),.f1(M_in[5]),.g1(M_in[6]),.a2(Delay2_out[0]),.b2(Delay2_out[1]),.c2(Delay2_out[2]),.d2(Delay2_out[3]),.e2(Delay2_out[4]),.f2(Delay2_out[5]),.g2(Delay2_out[6]));
Delay Delay3(.clk(CLK),.a1(Delay2_out[0]),.b1(Delay2_out[1]),.c1(Delay2_out[2]),.d1(Delay2_out[3]),.e1(Delay2_out[4]),.f1(Delay2_out[5]),.g1(Delay2_out[6]),.a2(Delay3_out[0]),.b2(Delay3_out[1]),.c2(Delay3_out[2]),.d2(Delay3_out[3]),.e2(Delay3_out[4]),.f2(Delay3_out[5]),.g2(Delay3_out[6]));
Delay Delay4(.clk(CLK),.a1(Ixy_in[0]),.b1(Ixy_in[1]),.c1(Ixy_in[2]),.d1(Ixy_in[3]),.e1(Ixy_in[4]),.f1(Ixy_in[5]),.g1(Ixy_in[6]),.a2(Delay4_out[0]),.b2(Delay4_out[1]),.c2(Delay4_out[2]),.d2(Delay4_out[3]),.e2(Delay4_out[4]),.f2(Delay4_out[5]),.g2(Delay4_out[6]));
Delay Delay5(.clk(CLK),.a1(Ixz_in[0]),.b1(Ixz_in[1]),.c1(Ixz_in[2]),.d1(Ixz_in[3]),.e1(Ixz_in[4]),.f1(Ixz_in[5]),.g1(Ixz_in[6]),.a2(Delay5_out[0]),.b2(Delay5_out[1]),.c2(Delay5_out[2]),.d2(Delay5_out[3]),.e2(Delay5_out[4]),.f2(Delay5_out[5]),.g2(Delay5_out[6]));
Ix Ix1(.Mjk(Ix_in[0]),.Ixy(Ix_in[1]),.Iyz(Ix_in[2]),.Ixz(Ix_in[3]),.Ix(Ix_in[4]),.Iy(Ix_in[5]),.Iz(Ix_in[6]),.Ix_out(Ix_out));
Iyz Iyz1(.Score2BC(Score2BC),.Mi(Delay1_out[0]),.Ixy(Delay1_out[1]),.Iyz(Delay1_out[2]),.Ixz(Delay1_out[3]),.Ix(Delay1_out[4]),.Iy(Delay1_out[5]),.Iz(Delay1_out[6]),.Iyz_out(Iyz_out));
M M1(.Score3ABC(Score3ABC),.M(Delay3_out[0]),.Ixy(Delay3_out[1]),.Iyz(Delay3_out[2]),.Ixz(Delay3_out[3]),.Ix(Delay3_out[4]),.Iy(Delay3_out[5]),.Iz(Delay3_out[6]),.M_out(M_out));
Iy Iy1(.Mik(Iy_in[0]),.Ixy(Iy_in[1]),.Iyz(Iy_in[2]),.Ixz(Iy_in[3]),.Ix(Iy_in[4]),.Iy(Iy_in[5]),.Iz(Iy_in[6]),.Iy_out(Iy_out));
Ixy Ixy1(.Score2AB(Score2AB),.Mk(Delay4_out[0]),.Ixy(Delay4_out[1]),.Iyz(Delay4_out[2]),.Ixz(Delay4_out[3]),.Ix(Delay4_out[4]),.Iy(Delay4_out[5]),.Iz(Delay4_out[6]),.Ixy_out(Ixy_out));
Iz Iz1(.Mij(Iz_in[0]),.Ixy(Iz_in[1]),.Iyz(Iz_in[2]),.Ixz(Iz_in[3]),.Ix(Iz_in[4]),.Iy(Iz_in[5]),.Iz(Iz_in[6]),.Iz_out(Iz_out));
Ixz Ixz1(.Score2AC(Score2AC),.Mj(Delay5_out[0]),.Ixy(Delay5_out[1]),.Iyz(Delay5_out[2]),.Ixz(Delay5_out[3]),.Ix(Delay5_out[4]),.Iy(Delay5_out[5]),.Iz(Delay5_out[6]),.Ixz_out(Ixz_out));
max7 max77(.a(M_out),.b(Ix_out),.c(Iy_out),.d(Iz_out),.e(Ixy_out),.f(Iyz_out),.g(Ixz_out),.maxout(FF8_in));
FF FF1(.clk(CLK),.D(Ix_out),.Q(PE_OUT[4]));
FF FF2(.clk(CLK),.D(Iyz_out),.Q(PE_OUT[2]));
FF FF3(.clk(CLK),.D(M_out),.Q(PE_OUT[0]));
FF FF4(.clk(CLK),.D(Iy_out),.Q(PE_OUT[5]));
FF FF5(.clk(CLK),.D(Ixy_out),.Q(PE_OUT[1]));
FF FF6(.clk(CLK),.D(Iz_out),.Q(PE_OUT[6]));
FF FF7(.clk(CLK),.D(Ixz_out),.Q(PE_OUT[3]));
FF FF8(.clk(CLK),.D(FF8_in),.Q(Final_score));
endmodule
module max7(
	input logic signed [0:11] a,b,c,d,e,f,g,
	output logic signed [0:11] maxout 
);
logic signed [0:11] max1, max2, max3, max4, max5;
assign max1 = (signed'(a) > signed'(b)) ? signed'(a) : signed'(b);
assign max2 = (signed'(c) > signed'(d)) ? signed'(c) : signed'(d);
assign max3 = (signed'(e) > signed'(f)) ? signed'(e) : signed'(f);
assign max4 = (signed'(max1) > signed'(max2)) ? signed'(max1) : signed'(max2);
assign max5 = (signed'(max3) > signed'(g)) ? signed'(max3) : signed'(g);
assign maxout = (signed'(max4) > signed'(max5)) ? signed'(max4): signed'(max5);
endmodule
==> flow/run.sh <==
#!/bin/bash
# OpenROAD 26Q1-2900-gdf79404cd8, Yosys 0.63+post, stock flow scripts
make -C /OpenROAD-flow-scripts/flow DESIGN_CONFIG=/design/flow/config.mk WORK_HOME=/design/flow/orfs finish
==> flow/config.mk <==
export PLATFORM = sky130hd
export DESIGN_NAME = PE1
export DESIGN_NICKNAME = PE1
export VERILOG_FILES = /design/flow/design.v
export SDC_FILE = /design/flow/constraint.sdc
export NUM_CORES = 4
export LEC_CHECK = 1
export CORE_UTILIZATION = 40
==> flow/constraint.sdc <==
current_design PE1

set clk_period 26.4
set clk_io_pct 0.2

create_clock -name clk0 -period $clk_period [get_ports {CLK}]

set non_clock_inputs [all_inputs -no_clocks]
set_input_delay [expr $clk_period * $clk_io_pct] -clock clk0 $non_clock_inputs
set_output_delay [expr $clk_period * $clk_io_pct] -clock clk0 [all_outputs]
==> summary.txt <==
fresh numbers from the pnr run: outcome=finished clean, Area growth syn-to-layout=20.95%, TritonCTS clock tree=done, Final Cycle Share=89.14%, min-delay src=Delay2.f2[3]$_DFFE_PP_, clock latency at the later pin of the worst-skew pair=0.69 ns, Avg Cell Area, Syn=8.860 µm², largest net degree at the start of global routing=58, yosys warning tally=2, tally of non-filler cells in the final layout=8875, Leakage=0.03079 µW, RSZ-0062 raised after global routing=false, H-tree levels=3, Critical Path Start=Score2AB[0], R2R Path Start=Delay4.a2[10]$_DFFE_PP_, Setup violations, final=0, Worst Reg-to-Reg Cells=82, crit path max-delay cell type=nor2_1, CP Launch Type=primary input, Top Layout Cells=inv_1 (1131), ha_1 (1079), clkdlybuf4s50_1 (692), Final Skew=0.04091 ns, CTS Root Cell=clkbuf_16, Synth Seq Share=26.36%, Netlist Area Pre-Place=0.05553 mm², CP Class=in -> reg, hold buffers post-CTS=0, Chip Height=374.6 µm, Max Cap Violations=0, post-route DRC violation count=0, final slew viol count=0, num rows=136, #FFs+latches synth=521, number of enable flip-flop cells=420, CP required=26.96 ns, worst slack, placed=2.191 ns, Starting Density=40.33%, setup TNS=0 ns, Max-slew headroom=34.35%, setup ws final=2.868 ns, placed cells=8744, ANT nets after route=0, Port Buffers=693, crit path capture type=flip-flop, Fin. Hold Viols=0, CTS buffer count=67, post-DP HPWL=139000 µm, routed len/inst=18.36 µm, # clock sinks=521, global route total overflow=0, Die ar.=0.1403 mm², PwrDens=133.9 mW/mm², CP arrival=24.09 ns, fin util=48.78%, vias in the first global route=43163, max incr delay on CP=0.67 ns, GRT Resource Usage Total=23.83%, fmax=42.49 MHz, # IOs=694, reg2reg setup slack=8.22 ns, worst-margin pin slew=0.9772 ns, Vias=44715, CP most frequent cell=ha_1, post-cts sizing count=0, Tmin final=23.53 ns, main flop type after synthesis=edfxtp_1, Hold Crit Class=reg -> reg, area of the core=0.1377 mm², ys cells=6267, crit path capture=FF8.Q[0]$_DFF_P_, Synth Instances=6267, tool warnings=25, asr flop ratio synth=0%, Clock Path Buffers=3, initial antenna violation count=15, GPL Wtd Cong=0.9726, Iter 0 DRT Violations=2058, CP Max Fanout=50, yosys stat chip area=0.05553 mm², Die W=374.6 µm, most used logic cell in the final layout=inv_1, proportion of layout cells with a drive suffix above 1=4.312%, Cell Type Count=100, first-pass GRT wire length=248900 µm, VDD IR max=0.0004686 V, Total Wirelength=162900 µm, reg2reg end=FF8.Q[0]$_DFF_P_, vias per inst=5.038, total power=8989 µW, Post-CTS Setup Bufs=0, drt pass-1 iters=5, Clock transition at path regs=0.06 ns
[per-layer routing]
layer	up-vias	GRT usage [%]	wire (µm)
met1	20126	32.80	72140
met3	174	5.364	10300
met4	14	6.001	4869
met2	957	38.62	75500
li1	23444	-	-
met5	-	0	103
[synth_stat cells, types with 11 or more instances]
cell	count	area, µm²
ha_1	1079	13500
nand4_1	86	538.0
mux2_2	83	934.7
xnor2_1	347	3039
a211o_1	20	175.2
nand2_1	171	641.9
nor2b_1	133	832.1
or2_2	17	106.4
dfxtp_1	101	2022
or4_1	20	150.1
and2_1	13	81.33
or3_1	39	244.0
fa_1	28	560.5
nand3_1	77	385.4
buf_1	12	45.04
o211ai_1	25	187.7
a31oi_1	11	68.82
a2111oi_0	13	113.9
edfxtp_1	420	12610
xor2_1	141	1235
o21ai_0	239	1196
o21bai_1	132	991.0
o21a_1	124	930.9
a21o_1	90	675.7
inv_1	1131	4245
a211oi_1	26	195.2
nor4_1	39	244.0
and3_1	18	112.6
mux2i_1	193	1932
nand2b_1	104	650.6
nor3_1	106	530.5
a21oi_1	573	2868
nor2_1	407	1528
clkbuf_1	56	210.2
[power by group]
part / total [µW] / internal, µW / leakage, µW / switching, µW
combinational: 6950 / 2950 / 0.0251 / 4000
sequential: 1100 / 1030 / 0.00463 / 69.8
clock: 937 / 538 / 0.00107 / 399
[how the worst min path moves through the flow]
stage / endpoint / depth (start not counted) / slack (ns)
6_report: Delay3.f2[3]$_DFFE_PP_ / 0 / 0.41
4_1_cts: Delay3.d2[8]$_DFFE_PP_ / 0 / 0.41
5_1_grt: Delay3.a2[4]$_DFFE_PP_ / 0 / 0.41
[worst max-delay path: cells and delay by family]
family | cells | cell delay (ns)
fa+ha+maj | 8 | 2.51
mux | 5 | 1.69
buf+inv | 10 | 2.24
compound gates | 32 | 7.54
xor+xnor | 1 | 0.17
simple gates | 28 | 4.56
[cells by family (layout without fill, tap and decap cells)]
family / count (synthesis) / count (layout) / synth area share [%]
xor+xnor: 490 / 490 / 7.779
buf+inv: 1207 / 2013 / 8.177
mux: 279 / 279 / 5.239
other cells: 0 / 8 / 0
flops: 521 / 521 / 26.36
simple gates: 1278 / 1278 / 11.63
compound gates: 1375 / 1375 / 15.31
fa+ha+maj: 1117 / 1117 / 25.51
[area by class of cell]
class	count	area, µm²
Timing Repair Buffer	754	7390
Fill cell	12779	70510
Inverter	1136	4264
Tap cell	1794	2245
Clock buffer	90	1793
Antenna cell	8	20.02
Multi-Input combinational cell	4539	36350
Sequential cell	521	14650
Clock inverter	33	437.9
[stage by stage]
stage / instance area, µm² / hold WS (ns)
finish: 67160 / 0.4092
global route: 67150 / 0.4141
CTS: 67140 / 0.4104
detailed placement: 64910 / 0.4045
global placement: 64910 / 0.4010
floorplan: 55530 / 0.4003
No activity file was given, so power comes from the tool's default toggle rates.
